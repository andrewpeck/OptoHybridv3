==> design/flow/design.v <==
`timescale 1ns / 1ps
  module cylon1 (clock,rate,q);
  input              clock;
  input       [1:0]  rate;
  output  reg [7:0]  q;
  parameter MXPRE = 21;  
  reg  [MXPRE-1:0] prescaler  = 0;
  wire [MXPRE-1:0] full_scale = {MXPRE{1'b1}};
  always @(posedge clock) begin
  prescaler <= prescaler + rate + 1'b1;
  end
  wire next_adr = (prescaler==full_scale);
  reg  [4:0] adr = 0;
  wire last_adr = (adr==13);
  always @(posedge clock) begin
  if (next_adr) begin
  if (last_adr) adr <= 0;
  else          adr <= adr + 1'b1;
  end
  end
  reg  [7:0] rom;
  always @(adr) begin
  case (adr)
  5'd0:  rom   <= 8'b00000001;
  5'd1:  rom   <= 8'b00000010;
  5'd2:  rom   <= 8'b00000100;
  5'd3:  rom   <= 8'b00001000;
  5'd4:  rom   <= 8'b00010000;
  5'd5:  rom   <= 8'b00100000;
  5'd6:  rom   <= 8'b01000000;
  5'd7:  rom   <= 8'b10000000;
  5'd8:  rom   <= 8'b01000000;
  5'd9:  rom   <= 8'b00100000;
  5'd10: rom   <= 8'b00010000;
  5'd11: rom   <= 8'b00001000;
  5'd12: rom   <= 8'b00000100;
  5'd13: rom   <= 8'b00000010;
  default: rom <= 8'b10101010;
  endcase
  end
  always @(posedge clock) begin
    q <= rom;
  end
  endmodule
==> design/flow/run.sh <==
#!/bin/bash
# OpenROAD 26Q1-2900-gdf79404cd8, Yosys 0.63+post, stock flow scripts
make -C /OpenROAD-flow-scripts/flow DESIGN_CONFIG=/design/flow/config.mk WORK_HOME=/design/flow/orfs finish
==> design/flow/config.mk <==
export PLATFORM = sky130hd
export DESIGN_NAME = cylon1
export DESIGN_NICKNAME = cylon1
export VERILOG_FILES = /design/flow/design.v
export SDC_FILE = /design/flow/constraint.sdc
export NUM_CORES = 4
export LEC_CHECK = 1
export CORE_AREA = 10 10 108 108
export DIE_AREA = 0 0 118 118
==> design/flow/constraint.sdc <==
current_design cylon1

set clk_period 4.6
set clk_io_pct 0.2

create_clock -name clk0 -period $clk_period [get_ports {clock}]

set non_clock_inputs [all_inputs -no_clocks]
set_input_delay [expr $clk_period * $clk_io_pct] -clock clk0 $non_clock_inputs
set_output_delay [expr $clk_period * $clk_io_pct] -clock clk0 [all_outputs]
==> metrics.txt <==
# HELP chip_impl_metric Yosys and OpenROAD flow results
# TYPE chip_impl_metric gauge
chip_impl_metric{name="clk_pin_slew",unit="ns"} 0.06
chip_impl_metric{name="global_route.usage.total",unit="%"} 3.32
chip_impl_metric{name="antenna_viol_nets_final",unit=""} 0
chip_impl_metric{name="synth_chip_area",unit="um2"} 1490
chip_impl_metric{name="row_count",unit=""} 35
chip_impl_metric{name="syn-instance-count",unit=""} 144
chip_impl_metric{name="ios",unit=""} 11
chip_impl_metric{name="timing.max_cap.violations",unit=""} 0
chip_impl_metric{name="power.density",unit="nW/um2"} 411
chip_impl_info{name="clock_tree_from_tritoncts",value="done"} 1
chip_impl_metric{name="finalCriticalPeriod",unit="ns"} 2.83
chip_impl_info{name="grt_setup_unrepaired",value="false"} 1
chip_impl_info{name="endpoint_kind",value="flop"} 1
chip_impl_metric{name="tritoncts.num_buffers",unit=""} 5
chip_impl_info{name="clk_root_buffer_cell",value="sky130_fd_sc_hd__clkbuf_8"} 1
chip_impl_metric{name="clock_sinks",unit=""} 34
chip_impl_metric{name="die_w",unit="um"} 118
chip_impl_metric{name="yosys.area.top_type_share",unit="%"} 38.9
chip_impl_metric{name="timing_worst_slew_pin_value",unit="ns"} 0.767
chip_impl_metric{name="finalClockPeriodUsage",unit="%"} 61.5
chip_impl_metric{name="postLayoutCoreUtil",unit="%"} 19.9
chip_impl_metric{name="synth_cell_types",unit=""} 32
chip_impl_info{name="leading_area_contributor_after_synthesis",value="sky130_fd_sc_hd__dfxtp_1"} 1
chip_impl_info{name="maxUsedRoutingLayer",value="met4"} 1
chip_impl_metric{name="worst_slew_slack_as_a_fraction_of_its_limit",unit="%"} 48.5
chip_impl_metric{name="dieHeight",unit="um"} 118
chip_impl_info{name="synth_top_cells_by_count",value="sky130_fd_sc_hd__dfxtp_1 (29), sky130_fd_sc_hd__xnor2_1 (14), sky130_fd_sc_hd__inv_1 (12), sky130_fd_sc_hd__nor2_1 (11)"} 1
chip_impl_metric{name="detail_route.wirelength.met1",unit="mm"} 1.14
chip_impl_metric{name="synthArstFlopShare",unit="%"} 0
chip_impl_metric{name="timing_max_transition_violations_final",unit=""} 0
chip_impl_info{name="timing.critical_path.from_type",value="input port"} 1
chip_impl_metric{name="enable_flop_cells",unit=""} 5
chip_impl_metric{name="met2RoutedLength",unit="um"} 936
chip_impl_metric{name="drt_pass1_iterations",unit=""} 4
chip_impl_metric{name="dr.first_iter.drc_count",unit=""} 38
chip_impl_metric{name="grt_antenna_before_repair",unit=""} 0
chip_impl_metric{name="grt_first_pass_wirelength",unit="mm"} 4.02
chip_impl_metric{name="numSynthFlops",unit=""} 34
chip_impl_metric{name="cts_post_setup_buffers_inserted",unit=""} 0
chip_impl_info{name="synth-main-ff-cell",value="sky130_fd_sc_hd__dfxtp_1"} 1
chip_impl_metric{name="chip_area",unit="um2"} 13900
chip_impl_metric{name="seq_area",unit="um2"} 731
chip_impl_info{name="yosys-top-cells-area",value="sky130_fd_sc_hd__dfxtp_1 (39%), sky130_fd_sc_hd__edfxtp_1 (10%), sky130_fd_sc_hd__xnor2_1 (8.2%)"} 1
chip_impl_metric{name="finalHoldWorstSlack",unit="ns"} 0.454
chip_impl_info{name="hold_path_class",value="reg -> reg"} 1
chip_impl_metric{name="dpl.cell_count",unit=""} 280
chip_impl_metric{name="finClkSkew",unit="ns"} 0.00418
chip_impl_metric{name="number_of_global_route_vias_before_repair",unit=""} 950
chip_impl_metric{name="timing.final.setup_violations",unit=""} 0
chip_impl_metric{name="wire_per_inst",unit="um"} 7.87
chip_impl_metric{name="total_negative_slack_for_setup_checks",unit="ns"} 0
chip_impl_metric{name="detail_route.wirelength",unit="mm"} 2.26
chip_impl_metric{name="post_synth_instance_area",unit="um2"} 1490
chip_impl_metric{name="syn_area_per_cell",unit="um2"} 10.4
chip_impl_metric{name="nFillCells",unit=""} 1025
chip_impl_metric{name="place.gp.congestion",unit=""} 0.773
chip_impl_metric{name="clock_insertion_delay_worst_skew",unit="ns"} 0.28
chip_impl_metric{name="place.port_buffers",unit=""} 10
chip_impl_metric{name="critPathArrivalTime",unit="ns"} 3.00
chip_impl_metric{name="power.static_leakage",unit="nW"} 0.719
chip_impl_metric{name="design.core.area",unit="um2"} 9280
chip_impl_metric{name="grt_max_degree",unit=""} 11
chip_impl_metric{name="drive_gt1_share",unit="%"} 8.86
chip_impl_metric{name="final_cells",unit=""} 287
chip_impl_metric{name="detailroute.via_count",unit=""} 985
chip_impl_metric{name="critPathRequiredTime",unit="ns"} 4.77
chip_impl_metric{name="remaining_drc_errors",unit=""} 0
chip_impl_metric{name="hpwlAfterDp",unit="mm"} 1.65
chip_impl_metric{name="multi_input_comb_area",unit="um2"} 702
chip_impl_metric{name="core_utilization_before_placement",unit="%"} 16.1
chip_impl_metric{name="post_cts_hold_buffer_count",unit=""} 0
chip_impl_metric{name="wl_met3",unit="um"} 169
chip_impl_info{name="top_cell",value="sky130_fd_sc_hd__dfxtp_1"} 1
chip_impl_metric{name="hold_viol",unit=""} 0
chip_impl_metric{name="ctsLongestPathBuffers",unit=""} 2
chip_impl_metric{name="num_antenna_cells",unit=""} 0
chip_impl_info{name="path_class",value="in -> reg"} 1
chip_impl_metric{name="number_of_gates_resized_after_cts",unit=""} 0
chip_impl_metric{name="flow.area_growth_from_synthesis",unit="%"} 23.7
chip_impl_metric{name="maxClockFrequency",unit="MHz"} 353
chip_impl_metric{name="routed_via_density",unit=""} 3.43
chip_impl_metric{name="synth_stat.cells",unit=""} 144
chip_impl_metric{name="synth_seq_share",unit="%"} 49.0
chip_impl_metric{name="clock_tree.htree_level_count",unit=""} 2
chip_impl_info{name="status",value="finished, final reports clean"} 1
chip_impl_metric{name="globalRoute.totalOverflow",unit=""} 0
chip_impl_metric{name="ys_warn_count",unit=""} 1
chip_impl_metric{name="irDropWorstVdd",unit="V"} 0.0000905
chip_impl_metric{name="tool_warnings",unit=""} 29
chip_impl_metric{name="worst_path_fanout_max",unit=""} 5
==> cell type report <==
class	instances	share of cell area (%)
Timing Repair Buffer	10	5.42
Clock buffer	7	5.83
Inverter	12	2.44
Multi-Input combinational cell	95	38.0
Sequential cell	34	39.6
Tap cell	129	8.74
==> final timing paths <==
path / slack, ns / cells past startpoint / end / from
hold / removal: 0.45 / 1 / prescaler[18] / prescaler[18]
hold reg to reg: 0.45 / 1 / prescaler[18] / prescaler[18]
setup / recovery: 1.77 / 8 / prescaler[20] / rate[0]
setup reg to reg: 2.53 / 7 / prescaler[20] / prescaler[0]
==> layout by cell type, fill, tap and decap left out, types with 2 or more instances in the layout <==
cell type and instances:
sky130_fd_sc_hd__edfxtp_1 5, sky130_fd_sc_hd__and3_1 5, sky130_fd_sc_hd__xnor2_1 14, sky130_fd_sc_hd__nand3_1 9, sky130_fd_sc_hd__nor3_1 3, sky130_fd_sc_hd__a21oi_1 2
sky130_fd_sc_hd__nor2_1 11, sky130_fd_sc_hd__ha_1 8, sky130_fd_sc_hd__dfxtp_1 29, sky130_fd_sc_hd__clkdlybuf4s50_1 10, sky130_fd_sc_hd__inv_1 12, sky130_fd_sc_hd__a22oi_1 2
sky130_fd_sc_hd__nor2b_1 3, sky130_fd_sc_hd__xor2_1 6, sky130_fd_sc_hd__clkbuf_8 6, sky130_fd_sc_hd__nand4_1 4, sky130_fd_sc_hd__nand2_1 9, sky130_fd_sc_hd__o21ai_0 4
==> critical path, cell delays in order <==
cell,delay (ns)
sky130_fd_sc_hd__clkdlybuf4s50_1,0.45
sky130_fd_sc_hd__inv_1,0.04
sky130_fd_sc_hd__ha_1,0.21
sky130_fd_sc_hd__fa_1,0.39
sky130_fd_sc_hd__nand3b_2,0.30
sky130_fd_sc_hd__nor4_4,0.40
sky130_fd_sc_hd__nand3_1,0.15
sky130_fd_sc_hd__xnor2_1,0.14
==> through the flow <==
stage | setup WS (ns) | total power [W] | instance area, um2
floorplan | 2.05 | 0.000488 | 1490
global placement | 1.51 | 0.000512 | 1740
detailed placement | 1.47 | 0.000515 | 1740
CTS | 1.76 | 0.000766 | 1850
global route | 1.62 | 0.000803 | 1850
finish | 1.77 | 0.000758 | 1850
==> registers in the layout, indices dropped and copies added (netlist names) <==
| signal | cells |
|---|---|
| prescaler | 21 |
| q | 8 |
| adr | 5 |
==> logic make-up after synthesis <==
kind of cell	count (synthesis)	synth area share, %
AND-OR/OR-AND	13	6.12
buffers and inverters	15	4.02
flip-flops	34	49.0
XOR/XNOR	20	11.7
AND/OR/NAND/NOR	52	20.5
adder cells (fa/ha/maj)	9	8.05
multiplexers	1	0.671
==> metal layers <==
metal / global-route usage, % / vias up
li1: - / 511
met2: 4.90 / 24
met4: 0.773 / 0
met5: 0 / -
met3: 1.70 / 4
met1: 4.23 / 446
==> power by group <==
group,total [W],internal (W),switching (W)
logic,0.000118,0.0000592,0.0000584
registers,0.000393,0.000342,0.0000512
clock network,0.000247,0.000151,0.0000961
total,0.000758,0.000552,0.000206
No activity file was given, so power comes from the tool's default toggle rates.
