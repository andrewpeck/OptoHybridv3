===== design.v =====
`timescale 1ns / 1ps
  module err_indicator (clock,rate,err,q);
  input               clock;
  input       [1:0]   rate;
  input               err;
  output  reg [15:0]  q;
  parameter MXPRE = 24;  
  reg  [MXPRE-1:0] prescaler  = 0;
  wire [MXPRE-1:0] full_scale = {MXPRE{1'b1}};
  always @(posedge clock) begin
    prescaler <= prescaler + rate + 1'b1;
  end
  wire next_adr = (prescaler==full_scale);
  reg [4:0] adr = 'd1;
  wire last_adr = (adr==1);
  always @(posedge clock) begin
  if (next_adr) begin
    if (last_adr) adr <= 0;
    else          adr <= adr + 1'b1;
  end
  end
  reg  [15:0] rom;
  always @(adr) begin
  case (adr)
  5'd0:    rom <= 16'b0000000000000000;
  5'd1:    rom <= 16'b1111111111111111;
  default: rom <= 16'b1010101010101010;
  endcase
  end
  always @(posedge clock) begin
    q <= rom;
  end
  endmodule

===== run.sh =====
#!/bin/bash
# OpenROAD 26Q1-2900-gdf79404cd8, Yosys 0.63+post, stock flow scripts
make -C /OpenROAD-flow-scripts/flow DESIGN_CONFIG=/design/flow/config.mk WORK_HOME=/design/flow/orfs finish

===== config.mk =====
export PLATFORM = sky130hd
export DESIGN_NAME = err_indicator
export DESIGN_NICKNAME = err_indicator
export VERILOG_FILES = /design/flow/design.v
export SDC_FILE = /design/flow/constraint.sdc
export NUM_CORES = 4
export LEC_CHECK = 1
export CORE_AREA = 10 10 105 105
export DIE_AREA = 0 0 115 115

===== constraint.sdc =====
current_design err_indicator

set clk_period 4.8
set clk_io_pct 0.2

create_clock -name clk0 -period $clk_period [get_ports {clock}]

set non_clock_inputs [all_inputs -no_clocks]
set_input_delay [expr $clk_period * $clk_io_pct] -clock clk0 $non_clock_inputs
set_output_delay [expr $clk_period * $clk_io_pct] -clock clk0 [all_outputs]

==> flow_summary.json <==
{
  "avgSynthCellArea_um2": 10.2,
  "setup_viol": 0,
  "yosys_area_mm2": 0.00143,
  "die_w_um": 115,
  "grt_max_degree": 11,
  "syn_area_mm2": 0.00143,
  "clock_path_buffers": 2,
  "drt_pass1_iterations": 4,
  "cap_viol_max_count": 0,
  "fp.coreArea_mm2": 0.00876,
  "cts.sink_count": 31,
  "max_slew_margin": 0.667,
  "ys_cells": 140,
  "htreeDepth": 2,
  "crit_path_end_kind": "flip-flop",
  "top_layer": "met4",
  "finalMaxSlewViolations": 0,
  "wl_met2_um": 897,
  "crit_arrival_ns": 3.17,
  "wl_mm": 2.15,
  "ff_type": "dfxtp_1",
  "ys_seq_frac": 0.470,
  "dp_hpwl_mm": 1.54,
  "cts_tree": "done",
  "met3_length_um": 165,
  "yosys_warnings": 1,
  "met1Wirelength_mm": 1.04,
  "fp_util": 0.163,
  "ioPinCount": 20,
  "vias_per_cell": 3.50,
  "rows": 34,
  "worstSkewPairLatency_ns": 0.28,
  "ys_ff": 31,
  "status": "completed",
  "cts_inserted_buffers": 5,
  "finalSetupTns_ns": 0,
  "grt_usage": 0.0339,
  "die_h_um": 115,
  "log.warning_count": 28,
  "worst_slew_pin_slew_ns": 0.500,
  "antenna_cells": 0,
  "post-route-min-period_ns": 2.97,
  "antenna_found_initial": 0,
  "edf_count": 5,
  "start_kind": "input port",
  "antenna_left": 0,
  "worstPathRequired_ns": 5.01,
  "critPathSlowestCell": "clkdlybuf4s50_1",
  "fin_worst_skew_ns": 0.00433,
  "synth_cell_types": 28,
  "p_leak_nw": 0.679,
  "overflow": 0,
  "grt_pass1_wl_mm": 3.83,
  "peakVddDrop_mv": 0.280,
  "path_cells": "clkdlybuf4s50_1, inv_1, ha_1, fa_1, and4b_1, nand4_2, nor4_2, xor2_1",
  "path_max_fanout": 6,
  "port_buffers": 18,
  "clk_pin_slew_ns": 0.06,
  "grt_setup_unrepaired": "false",
  "postCtsHoldBufs": 0,
  "crit_family": "simple AND/OR/NAND/NOR gates",
  "chipArea_mm2": 0.0132,
  "grt_pass1_vias": 866,
  "cpPeakStageDelay_ns": 0.45,
  "drt_iter0_drc": 32,
  "drc_errors": 0,
  "post-route-period-util": 0.618,
  "post_cts_resized": 0,
  "area_growth_pct": 23.1,
  "drive_above_1_share": 0.0987,
  "via_count": 911,
  "place_congestion": 0.691,
  "synthArstFlopShare": 0,
  "fillCellCount": 956,
  "max_freq_ghz": 0.337,
  "hold_viol_final": 0,
  "hold_class": "reg2reg",
  "powerDensity_mw_per_mm2": 414,
  "critPathBufInv": 2,
  "cts_root_buf": "clkbuf_8",
  "finalHoldWorstSlack_ns": 0.449,
  "post-cts-setup-buffers": 0,
  "crit_type": "in2reg",
  "syn_inst": 140,
  "wl_per_cell_um": 8.27
}
==> area by class of cell <==
type | instances | area (um^2) | area share
inverters | 13 | 48.8 | 0.0278
multi-input cells | 81 | 598 | 0.340
clock buffers | 6 | 82.6 | 0.0470
clock inverters | 2 | 35.0 | 0.0199
well taps | 108 | 135 | 0.0769
repair buffers | 19 | 188 | 0.107
flip-flops and latches | 31 | 671 | 0.381
==> flip-flops by register name, indices dropped and copies added, names as in the netlist <==
name / count
q: 2
adr: 5
prescaler: 24
==> cells in the final DEF, fill, tap and decap left out, drive strengths merged, types with 6 or more instances in the layout <==
| master | Yosys | routed |
|---|---|---|
| nor2 | 6 | 6 |
| inv | 13 | 13 |
| nand2 | 8 | 8 |
| dfxtp | 26 | 26 |
| clkbuf | 0 | 6 |
| nor3 | 8 | 8 |
| nand3 | 8 | 8 |
| xor2 | 12 | 12 |
| xnor2 | 13 | 13 |
| clkdlybuf4s50 | 0 | 18 |
==> power breakdown <==
group	total, mW	internal (mW)	leakage, nW	switching, mW
Sequential	0.359	0.313	0.274	0.0455
Combinational	0.108	0.0567	0.344	0.0513
Clock	0.261	0.168	0.0612	0.0936
Total	0.728	0.538	0.679	0.190
==> cells by family (layout without fill, tap and decap cells) <==
family          after synthesis  after routing  synth area share
simple gates                 48             48             0.196
compound gates                2              2            0.0114
fa+ha+maj                     6              6            0.0578
flops                        31             31             0.470
buf+inv                      28             40             0.111
xor+xnor                     25             25             0.153
==> worst reg2reg max path, stage by stage (launching register included) <==
cell	delay, ns
dfxtp_1	0.34
inv_1	0.05
ha_1	0.20
fa_1	0.42
and4b_1	0.36
nand4_2	0.25
nor4_2	0.31
xor2_1	0.17
==> synth_stat cells (2+ instances only) <==
cell type  instances  area [um^2]
xor2_1            12          105
xnor2_1           13          114
inv_1             13         48.8
nor2b_1            3         18.8
ha_1               5         62.6
nor3_1             7         35.0
edfxtp_1           5          150
nand4_1            3         18.8
nand2_1            8         30.0
dfxtp_1           26          521
and2_1             2         12.5
nor2_1             6         22.5
nor4_1             3         18.8
buf_4             14          105
nand3_1            7         35.0
==> layer usage <==
layer  global-route usage  vias up
li1                     -      469
met1               0.0479      419
met2               0.0492       17
met3               0.0111        6
met4              0.00825        0
met5                    0        -
==> path summary, 6_finish.rpt <==
check,from,endpoint,slack [ns],depth (start not counted)
worst max register to register,prescaler[0]$_DFF_P_,prescaler[22]$_DFF_P_,2.62,7
worst max-delay path,rate[0],prescaler[22]$_DFF_P_,1.83,8
worst min register to register,prescaler[11]$_DFF_P_,prescaler[11]$_DFF_P_,0.45,1
worst min-delay path,prescaler[11]$_DFF_P_,prescaler[11]$_DFF_P_,0.45,1
==> metrics by stage <==
step / worst slack [ns] / power, mW / utilization / instances / cell area [um^2]
2_1_floorplan: 2.22 / 0.448 / - / 140 / 1430
3_3_place_gp: 1.58 / 0.470 / 0.187 / 252 / 1640
3_5_place_dp: 1.57 / 0.472 / 0.187 / 252 / 1640
4_1_cts: 1.83 / 0.738 / 0.201 / 260 / 1760
5_1_grt: 1.70 / 0.775 / 0.201 / 260 / 1760
6_report: 1.83 / 0.728 / 0.201 / 260 / 1760
Power figures rest on the tool's default switching activity, not on a simulated workload.
