==> ./run.sh <==
#!/bin/bash
# OpenROAD 26Q1-2900-gdf79404cd8, Yosys 0.63+post, stock flow scripts
make -C /OpenROAD-flow-scripts/flow DESIGN_CONFIG=/design/flow/config.mk WORK_HOME=/design/flow/orfs finish
==> ./constraint.sdc <==
current_design fader

set clk_period 4.5
set clk_io_pct 0.2

create_clock -name clk0 -period $clk_period [get_ports {clock}]

set non_clock_inputs [all_inputs -no_clocks]
set_input_delay [expr $clk_period * $clk_io_pct] -clock clk0 $non_clock_inputs
set_output_delay [expr $clk_period * $clk_io_pct] -clock clk0 [all_outputs]
==> ./config.mk <==
export PLATFORM = sky130hd
export DESIGN_NAME = fader
export DESIGN_NICKNAME = fader
export VERILOG_FILES = /design/flow/design.v
export SDC_FILE = /design/flow/constraint.sdc
export NUM_CORES = 4
export LEC_CHECK = 1
export CORE_AREA = 10 10 94 94
export DIE_AREA = 0 0 104 104
==> ./design.v <==
module fader #(
  parameter MXFADERCNT  = 27,
  parameter MXFADERBITS = 5
)(
  input clock,
  output led
);
  parameter INCREMENT   = (2**MXFADERBITS)/4;
  reg [MXFADERCNT -1:0] fader_cnt = 0;
  reg [MXFADERBITS-1:0] pwm_cnt  = 0;
  wire [MXFADERBITS-2:0] fader_msbs     = fader_cnt[MXFADERCNT-2:MXFADERCNT-MXFADERBITS];
  wire [MXFADERBITS-2:0] pwm_brightness = fader_cnt[MXFADERCNT-1] ? fader_msbs : ~fader_msbs;
  always @(posedge clock) begin
    fader_cnt <= fader_cnt + 1'b1;
    pwm_cnt <= pwm_cnt[MXFADERBITS-2:0] + pwm_brightness + INCREMENT;
  end
  assign led = pwm_cnt[4];
endmodule
==> impl_metrics.toml <==
# synthesis and place-and-route metrics
[outcome]
outcome = "finished clean"

[power_and_ir_drop]
power_density_nw_per_um2 = 348
p_leak_nw = 0.633
fin_total_pwr_uw = 548
ir_drop_uv = 159

[clock_tree]
cts.reportedPaths.clkPinSlew_ns = 0.06
h-tree-depth = 2
postCtsHoldBufs = 0
insertion_delay_ns = 0.28
cts_tree = "yes"
cts_buffers = 5
root_buffer = "clkbuf_8"
post_cts_buffers = 0
cts.sinks = 32
ctsResizeCount = 0
clockBufferDepth = 2

[global_route]
grt_pass1_vias = 728
gr-total-overflow = 0
grt_max_degree = 11
grt_usage_pct = 3.36
grt_pass1_wl_um = 3150
antenna_found_initial = 0

[logic_synthesis]
yosysChipArea_sq_um = 1340
numSynthFlops = 32
ys_types = 21
largest_area_cell = "dfxtp_1"
postSynthSeqShare_pct = 47.7
synth_warnings = 1
top_cell_area_share_pct = 47.7
synth_area_per_cell_sq_um = 10.9
yosys_cells = 123
topCellsByArea = "dfxtp_1 48%, xnor2_1 14%, ha_1 7.5%"
synth.cell_area_sq_um = 1340
syn_inst = 123

[worst_setup_path]
crit_arrival_ns = 1.03
path_depth = 1
crit_type = "flip-flop to output port"
path_buffers = 1
path_delay_family = "buffers and inverters"
startpoint = "pwm_cnt[4]"
crit_slowest_cell = "clkdlybuf4s50_1"
r2r_cells = 6
r2r-end = "pwm_cnt[4]"
cp-start-kind = "flip-flop"
cpPeakStageDelay_ns = 0.45
cp_cell_sequence = "clkdlybuf4s50_1"
required_ns = 3.60
critPathCaptureType = "output port"
crit_fanout = 1
endpoint = "led"
regToRegSetupSlack_ns = 2.79
r2r_start = "fader_cnt[26]"

[die]
rows = 30
die_h_um = 104
fp-utilization_pct = 19.7
dieArea_sq_um = 10800
coreArea_sq_um = 6830
dieWidth_um = 104
ios = 2

[route]
wire_per_inst_um = 7.60
drc = 0
firstDrtPassIters = 3
viasPerCell = 3.41
n_antenna_cell = 0
drt_iter0_drc = 33
wl_um = 1720
vias = 771
ant_nets = 0

[final_timing]
finalClockPeriodUsage_pct = 42.8
tns_ns = 0
rsz0062_at_grt = "no"
finalWorstSetupSlack_ns = 2.57
hold_viol = 0
slew_violations = 0
slew_headroom_pct = 71.3
whs_ns = 0.408
worst_slew_pin_slew_ns = 0.427
setup_viol = 0
clock.fmax_mhz = 519
skew_ns = 0.00510
finalCriticalPeriod_ns = 1.93

[cells_and_area]
design_area_sq_um = 1570
layout.cells.non_filler = 226
fin_util_pct = 23.0
drive_above_1_share_pct = 9.23
syn_to_final_growth_pct = 17.1

[placement]
placed_cells = 218
pre_cts_slack_ns = 2.79
gp_congestion = 0.744
io_buffers = 1
dp.final_hpwl_um = 1190
place_area_sq_um = 1470

[flow_run]
drv_cap = 0
warnings = 25

[worst_hold_path]
hold_class = "flip-flop to flip-flop"
[logic make-up after synthesis]
logic type      share of synthesized area, %
compound gates                         0.932
xor+xnor                                20.2
fa+ha+maj                               8.95
buf+inv                                 3.08
flops                                   47.7
simple gates                            19.1
[worst min path at each step]
stage,start,cells past startpoint,endpoint
CTS,fader_cnt[0],1,fader_cnt[0]
global route,fader_cnt[0],1,fader_cnt[0]
finish,fader_cnt[0],1,fader_cnt[0]
[registers in the layout (all words and copies together) (netlist names)]
name and count:
fader_cnt 27, pwm_cnt 5
[where the power goes]
part	switching, mW	internal (mW)	total (mW)
Combinational	0	0	0.000000320
Sequential	0	0.283	0.283
Clock	0.101	0.164	0.265
Total	0.101	0.447	0.548
[final cells by class]
| class | instances | area [sq um] |
|---|---|---|
| timing repair buffer | 1 | 10.0 |
| inverter | 9 | 33.8 |
| sequential | 32 | 641 |
| clock buffer | 6 | 72.6 |
| tap | 96 | 120 |
| multi-input combinational | 80 | 661 |
| clock inverter | 2 | 35.0 |
| fill | 736 | 5260 |
[placed cells by master (no fill, tap or decap), types with 2 or more instances in the layout]
cell	count
nand2_1	5
inv_1	9
nor2_1	4
and4_1	2
clkbuf_8	5
nand4_1	7
nand3_1	8
ha_1	8
xor2_1	10
dfxtp_1	32
and3_1	6
xnor2_1	21
[synthesized netlist by cell type (all sizes together)]
cell,count
dfxtp,32
xnor2,21
xor2,10
inv,9
nand4,9
ha,8
nand3,8
and3,7
nand2,5
nor2,4
and4,2
clkbuf,2
nor3,2
a21o,1
a21oi,1
fa,1
nor4,1
[metal layers]
layer  vias to the layer above  wire length, um  GRT usage, %
met3                         2              105          1.69
met2                         8              664          4.64
met1                       334              938          4.65
li1                        427                -             -
met5                         -                0             0
met4                         0                9         0.596
Power and IR drop assume default switching activity.
